<file path="/design/flow/config.mk">
export PLATFORM = sky130hd
export DESIGN_NAME = erg_calc
export DESIGN_NICKNAME = erg_calc
export VERILOG_FILES = /design/flow/design.v
export SDC_FILE = /design/flow/constraint.sdc
export NUM_CORES = 4
export LEC_CHECK = 1
export CORE_UTILIZATION = 50
</file>
<file path="/design/flow/constraint.sdc">
current_design erg_calc

set clk_period 3.8
set clk_io_pct 0.2

create_clock -name clk0 -period $clk_period [get_ports {clk}]

set non_clock_inputs [all_inputs -no_clocks]
set_input_delay [expr $clk_period * $clk_io_pct] -clock clk0 $non_clock_inputs
set_output_delay [expr $clk_period * $clk_io_pct] -clock clk0 [all_outputs]
</file>
<file path="/design/flow/design.v">
module erg_calc(clk, reset, keyb_data, keyb_clk, disp_n1, disp_op, disp_n2, disp_eq, disp_r1, disp_r0);
	input keyb_clk;  
	input clk, reset, keyb_data;  
	output [6:0] disp_n1, disp_op, disp_n2, disp_eq, disp_r1, disp_r0; 
	wire clk, reset, keyb_data, keyb_clk;
	reg [6:0] disp_n1, disp_op, disp_n2, disp_eq, disp_r1, disp_r0;
	reg addition, err;
	reg [3:0] num1, num2;
	reg [2:0] curr_state, next_state;
	wire [4:0] res;
	wire [3:0] disp_res1, disp_res0;	
	reg [6:0] LEDv [14:0];
	parameter INIT_ST = 3'b000; 
	parameter WAIT_N1 = 3'b001; 
	parameter WAIT_OP = 3'b010; 
	parameter WAIT_N2 = 3'b011; 
	parameter WAIT_EQ = 3'b100; 
	parameter NEXT_ST = 3'b101; 
	reg [5:0] keyb_clk_sample;
	reg [10:0] keyb_data_reg;
	reg [3:0] dec_key;
	always @ (posedge clk or posedge reset)  
		if(reset) keyb_clk_sample <= 6'b000000;
		else keyb_clk_sample <= {keyb_clk, keyb_clk_sample[5:1]};
	always @ (posedge clk or posedge reset) begin  
		if(reset) keyb_data_reg <= 11'b11111111111;
		else if(!keyb_data_reg[0]) keyb_data_reg <= 11'b11111111111;
		else if(keyb_clk_sample == 6'b000111) keyb_data_reg <= {keyb_data, keyb_data_reg[10:1]};
	end
	always @ (posedge clk or posedge reset) begin
		if(reset) dec_key <= 4'd14;
		else if(!keyb_data_reg[0]) begin
			case(keyb_data_reg[8:1]) 
				8'h45: dec_key <= 4'd0;
				8'h70: dec_key <= 4'd0;
				8'h16: dec_key <= 4'd1;
				8'h69: dec_key <= 4'd1;
				8'h1e: dec_key <= 4'd2;
				8'h72: dec_key <= 4'd2;
				8'h26: dec_key <= 4'd3;
				8'h7a: dec_key <= 4'd3;
				8'h25: dec_key <= 4'd4;
				8'h6b: dec_key <= 4'd4;
				8'h2e: dec_key <= 4'd5;
				8'h73: dec_key <= 4'd5;
				8'h36: dec_key <= 4'd6;
				8'h74: dec_key <= 4'd6;
				8'h3d: dec_key <= 4'd7;
				8'h6c: dec_key <= 4'd7;
				8'h3e: dec_key <= 4'd8;
				8'h75: dec_key <= 4'd8;
				8'h46: dec_key <= 4'd9;
				8'h7d: dec_key <= 4'd9;
				8'h79: dec_key <= 4'd10;
				8'h4e: dec_key <= 4'd11;
				8'h7b: dec_key <= 4'd11;
				8'h55: dec_key <= 4'd12;
				8'h5a: dec_key <= 4'd12;
				default: dec_key <= 4'd15;
			endcase
		end
	end
	assign res = {1'd0,num1} + ({1'd0,num2} ^ {5{addition}}) + {4'd0,addition};  
	assign disp_res1 = (res < 5'd10)? 4'd13:(res > 5'd18)?4'd11:4'd1;
	assign disp_res0 = ((res < 5'd19)?res[3:0]:-res[3:0])%10;
	always @ (posedge clk or posedge reset) begin
		if (reset) begin  
			addition <= 1'b0;
			err <= 1'b0;
			num1 <= 4'd0;
			num2 <= 4'd0;
			curr_state <= WAIT_N1;
			next_state <= WAIT_N1;
			disp_n1 <= LEDv[13];
			disp_op <= LEDv[13];
			disp_n2 <= LEDv[13];
			disp_eq <= LEDv[13];
			disp_r1 <= LEDv[13];
			disp_r0 <= LEDv[13];
		end
		else begin
			case (next_state)
				INIT_ST: begin 
					if (dec_key > 4'd9) err <= 1'b1;
					else begin
						num1 <= 4'd0;
						num2 <= 4'd0;
						addition <= 1'b0;
						disp_n1 <= LEDv[13];
						disp_op <= LEDv[13];
						disp_n2 <= LEDv[13];
						disp_eq <= LEDv[13];
						disp_r1 <= LEDv[13];
						disp_r0 <= LEDv[13];
						err <= 1'b0;
					end
					curr_state <= next_state;
					next_state <= NEXT_ST;
				end
				WAIT_N1: begin
					if (dec_key == 4'd15) begin
						disp_n1 <= LEDv[14];		 
						err <= 1'b1;
					end
					else if (dec_key > 4'd9) begin
						disp_n1 <= LEDv[13];		 
						err <= 1'b1;
					end
					else begin
						disp_n1 <= LEDv[dec_key];	 
						num1 <= dec_key;
						err <= 1'b0;
					end
					curr_state <= next_state;
					next_state <= NEXT_ST;
				end
				WAIT_OP: begin
					if (dec_key == 4'd15) begin		 
						disp_op <= LEDv[14];
						err <= 1'b1;
					end
					if (dec_key == 4'd10) begin
						disp_op <= LEDv[10];		 
						addition <= 1'b0;
						err <= 1'b0;
					end
					else if (dec_key == 4'd11) begin
						disp_op <= LEDv[11];		 
						addition <= 1'b1;
						err <= 1'b0;
					end
					else begin
						disp_op <= LEDv[13];	 
						err <= 1'b1;
					end
					curr_state <= next_state;
					next_state <= NEXT_ST;
				end
				WAIT_N2: begin
					if (dec_key == 4'd15) begin
						disp_n2 <= LEDv[14];		 
						err <= 1'b1;
					end
					else if (dec_key > 4'd9) begin
						disp_n2 <= LEDv[13];		 
						err <= 1'b1;
					end
					else begin
						disp_n2 <= LEDv[dec_key];	 
						num2 <= dec_key;
						err <= 1'b0;
					end
					curr_state <= next_state;
					next_state <= NEXT_ST;	
				end
				WAIT_EQ: begin
					if (dec_key == 4'd12) begin		 
						disp_eq <= LEDv[12];
						disp_r1 <= LEDv[disp_res1];
						disp_r0 <= LEDv[disp_res0];
						err <= 1'b0;
					end
					else begin						 
						disp_eq <= LEDv[13];
						err <= 1'b1;
					end
					curr_state <= next_state;
					next_state <= NEXT_ST;
				end
				NEXT_ST:
					if (err)
						next_state <= curr_state;			
					else if (curr_state == INIT_ST)
						next_state <= WAIT_N1;
					else if (curr_state == WAIT_N1)
						next_state <= WAIT_OP;
					else if (curr_state == WAIT_OP)
						next_state <= WAIT_N2;
					else if (curr_state == WAIT_N2)
						next_state <= WAIT_EQ;
					else if (curr_state == WAIT_EQ)
						next_state <= INIT_ST;
				default: begin  
						addition <= 1'b0;
						err <= 1'b0;
						num1 <= 4'd0;
						num2 <= 4'd0;
						curr_state <= INIT_ST;
						next_state <= WAIT_N1;
						disp_n1 <= LEDv[13];
						disp_op <= LEDv[13];
						disp_n2 <= LEDv[13];
						disp_eq <= LEDv[13];
						disp_r1 <= LEDv[13];
						disp_r0 <= LEDv[13];
					end
			endcase
		end
	end
	always @ (posedge clk or posedge reset)
		if (reset) begin
			LEDv[0] <= 7'b1000000;	 
			LEDv[1] <= 7'b1111001;	 
			LEDv[2] <= 7'b0100100;	 
			LEDv[3] <= 7'b0110000;	 
			LEDv[4] <= 7'b0011001;	 
			LEDv[5] <= 7'b0010010;	 
			LEDv[6] <= 7'b0000010;	 
			LEDv[7] <= 7'b1111000;	 
			LEDv[8] <= 7'b0000000;	 
			LEDv[9] <= 7'b0010000;	 
			LEDv[10] <= 7'b0111001;	 
			LEDv[11] <= 7'b0111111;	 
			LEDv[12] <= 7'b0110111;	 
			LEDv[13] <= 7'b1111111;	 
			LEDv[14] <= 7'b0000110;	 
		end
endmodule
</file>
<file path="/design/flow/run.sh">
#!/bin/bash
# OpenROAD 26Q1-2900-gdf79404cd8, Yosys 0.63+post, stock flow scripts
make -C /OpenROAD-flow-scripts/flow DESIGN_CONFIG=/design/flow/config.mk WORK_HOME=/design/flow/orfs finish
</file>
==> impl_results.rst <==
Metrics
=======

.. list-table::
   :header-rows: 1

   * - Metric
     - Value
   * - Status
     - finished clean
   * - Final instance count without filler cells
     - 566
   * - Endpoint, Worst Hold
     - keyb_clk_sample[2]$_DFF_PP0_
   * - Average routed wire per standard cell
     - 15.4 um
   * - Number of synthesized register bits
     - roughly 64
   * - Internal power
     - 0.970 mW
   * - Critical path capture point type
     - register
   * - Global-route usage over all layers
     - 0.228
   * - Final setup violating endpoints
     - 0
   * - Capture point of the worst reg-to-reg path
     - disp_r0[1]$_DFFE_PP1P_
   * - Synthesized area
     - 4070 um^2
   * - Area enclosed by the die boundary
     - around 8500 um^2
   * - Wire length after detailed routing
     - 8730 um
   * - Ratio of final minimum period to clock period
     - 0.935
   * - Net switching power
     - roughly 0.28 mW
   * - Worst hold-check path type
     - reg2reg
   * - Yosys cell count
     - between 400 and 500
   * - Reg power frac
     - 0.558
   * - Final worst hold slack
     - around 0.37 ns
   * - Final TNS setup
     - 0 ns
   * - Log Warnings
     - 27
   * - Post_cts resized
     - 0
   * - Die extent in y
     - just over 90 um
   * - Required time of the worst setup path
     - 4.06 ns
   * - Initial detailed-routing violation count
     - between 200 and 250
   * - H-tree levels
     - 3
   * - Number of clock sinks
     - about 64
   * - Distinct cell type count after synthesis
     - 77
   * - Placed insts
     - ~550
   * - Number of cells on the worst hold path
     - 0
   * - F_max
     - 281 MHz
   * - Unrepaired setup endpoints after global routing
     - no
   * - Number of enable-type register cells in the synthesized netlist
     - 0
   * - Cell chosen for the clock root
     - sky130_fd_sc_hd__clkbuf_8
   * - Top logic cell by instance count in the layout
     - sky130_fd_sc_hd__dfstp_2
   * - Normalized max-slew margin
     - 0.453
   * - Number of max-slew violations in the final report
     - 0
   * - Fraction of power consumed by the clock network
     - 0.423
   * - Clock buffers created by TritonCTS
     - 9
   * - Yosys stat chip area
     - 4070 um^2
   * - Count of final hold-check violations
     - 0
   * - Comb power frac
     - 0.019
   * - Worst-case vdd ir drop
     - 0.216 mV
   * - Final critical-path required period
     - 3.55 ns
   * - Area of all placed cells without fillers
     - 4580 um^2
   * - Switching share of power
     - 0.223
   * - Max reg flops
     - 11
   * - Clock transition at the registers of the reported paths
     - about 0.07 ns
   * - Largest driver fanout on the critical path
     - 8
   * - Worst reg2reg path depth
     - 12
   * - Reg-to-reg startpoint
     - addition$_DFFE_PP0P_
   * - Number of buffers between clock root and the deepest sink
     - 2
   * - 1st-pass router iterations
     - 5
   * - Std cell rows
     - 32
   * - Crit path largest cell delay
     - 0.55 ns
   * - Mean cell area of the mapped netlist
     - 9.24 um^2
   * - Total I/O pin count
     - between 40 and 50
   * - Wire length of the first global-routing pass
     - 15000 um
   * - Largest net degree at the start of global routing
     - 34
   * - Worst reg-to-reg setup slack
     - 0.25 ns
   * - Number of buffers inserted for hold repair after clock tree synthesis
     - 0
   * - Remaining antenna violation count after routing
     - 0
   * - Skew final
     - 0.0114 ns
   * - Detailed-route DRC error count
     - 0
   * - CP Launch Type
     - register
   * - Fraction of the yosys area taken by sequential cells
     - 0.406
   * - Critical Path Slowest Stage Cell
     - sky130_fd_sc_hd__or4_1
   * - Classification of the worst setup path
     - reg2reg
   * - P_leak
     - ~1.9 nW
   * - Most common reg cell
     - sky130_fd_sc_hd__dfstp_2
   * - Cell area reported after detailed placement
     - 4400 um^2
   * - Global route overflow
     - 0
   * - Synth-to-Final Area Change
     - 12.5%
   * - Die span in x
     - slightly above 90 um
   * - Core area
     - 7810 um^2
   * - Arrival time of data at the critical path endpoint
     - about 3.8 ns
   * - Launch instance of the worst min-delay path
     - keyb_clk_sample[3]$_DFF_PP0_
   * - Via density per instance
     - 5.96
   * - Vias in the first global route
     - 3105
   * - # Post-CTS Setup Buffers
     - 0
   * - Cell-by-cell listing of the critical path
     - xor2_1 > ha_1 > inv_1 > or4_1 > and3_1 > ha_1 > a21o_1 > a31oi_2 > o22ai_1 > mux2i_2 > a21oi_1 > a211oi_2
   * - Clock network latency to the later pin of the worst-skew pair
     - around 0.34 ns
   * - Ant diodes
     - 0
   * - Number of buffers inserted by port buffering
     - 36
   * - Areal power density over the cells
     - 272 nW/um^2
   * - Top logic cells by instance count in the layout
     - 43 x sky130_fd_sc_hd__dfstp_2, 38 x sky130_fd_sc_hd__nand2_1, 36 x sky130_fd_sc_hd__nor2_1, 36 x sky130_fd_sc_hd__clkdlybuf4s50_1, 29 x sky130_fd_sc_hd__a21oi_1
   * - Slew at the pin with the worst max-slew slack
     - 0.814 ns
   * - Share of flip-flops with an asynchronous set or reset after synthesis
     - 1.00
   * - Crit path top cell by count
     - sky130_fd_sc_hd__ha_1
   * - Clock tree from TritonCTS
     - yes
   * - Power Total
     - 1.25 mW
   * - Fraction of layout instances using a drive strength above 1
     - 0.185
   * - Antenna violations before repair
     - 0
   * - Tally of max-capacitance violations
     - 0
   * - Number of synthesis warnings
     - 8
   * - Detailed-placement wirelength estimate
     - 6130 um
   * - Initial core utilization
     - 0.522
   * - Synthesized instance count
     - 441
   * - Total number of vias
     - about 3400
   * - Number of fill cells
     - 693
   * - RD Place Congestion
     - around 0.9
## synthesized netlist by cell type (3+ instances only)
master,n,area (um^2)
sky130_fd_sc_hd__a211oi_1,3,22.5
sky130_fd_sc_hd__and2_1,3,18.8
sky130_fd_sc_hd__o22ai_1,4,25.0
sky130_fd_sc_hd__a21oi_1,29,145
sky130_fd_sc_hd__buf_2,4,20.0
sky130_fd_sc_hd__o31ai_1,3,22.5
sky130_fd_sc_hd__nor4_1,9,56.3
sky130_fd_sc_hd__a31o_2,3,26.3
sky130_fd_sc_hd__inv_1,19,71.3
sky130_fd_sc_hd__mux2i_1,14,140
sky130_fd_sc_hd__a21o_1,4,30.0
sky130_fd_sc_hd__o21ai_0,23,115
sky130_fd_sc_hd__a31oi_1,10,62.6
sky130_fd_sc_hd__clkbuf_1,20,75.1
sky130_fd_sc_hd__o211ai_1,3,22.5
sky130_fd_sc_hd__xnor2_1,3,26.3
sky130_fd_sc_hd__nand2b_1,8,50.1
sky130_fd_sc_hd__nor2_1,36,135
sky130_fd_sc_hd__nor2b_1,8,50.1
sky130_fd_sc_hd__a22o_1,6,52.6
sky130_fd_sc_hd__xor2_1,8,70.1
sky130_fd_sc_hd__nand2_1,38,143
sky130_fd_sc_hd__dfstp_2,43,1130
sky130_fd_sc_hd__dfrtp_1,21,526
sky130_fd_sc_hd__nor3_1,13,65.1
sky130_fd_sc_hd__buf_4,15,113
sky130_fd_sc_hd__ha_1,6,75.1
sky130_fd_sc_hd__o21a_1,3,22.5
sky130_fd_sc_hd__nand3_1,8,40.0
sky130_fd_sc_hd__o22a_1,12,105
## final cells by class
type,instances,area (um^2),area share
Multi-Input combinational cell,325,2160,0.472
Sequential cell,64,1660,0.361
Timing Repair Buffer,40,390,0.0852
Clock buffer,13,159,0.0347
Tap cell,102,128,0.0278
Inverter,19,71.3,0.0156
Clock inverter,3,17.5,0.00382
## power groups by stage
stage	clock (mW)	combinational, mW	sequential, mW
6_report	0.528	0.0240	0.697
5_1_grt	0.575	0.0288	0.698
4_1_cts	0.542	0.0253	0.697
## kinds of logic after synthesis
family	count (synthesis)	synth area share
other	1	0.000920
adder cells (fa/ha/maj)	7	0.0233
buffers and inverters	60	0.0722
flip-flops	64	0.406
XOR/XNOR	11	0.0237
multiplexers	17	0.0436
AND-OR/OR-AND	135	0.244
AND/OR/NAND/NOR	146	0.186
## worst max-delay path: cells and delay by family (launching register included)
kind | cells | cell delay [ns]
AND-OR/OR-AND | 5 | 0.94
XOR/XNOR | 1 | 0.19
adder cells (fa/ha/maj) | 2 | 0.74
buffers and inverters | 1 | 0.13
flip-flops | 1 | 0.46
multiplexers | 1 | 0.24
AND/OR/NAND/NOR | 2 | 0.75
## routing by layer
metal	up-vias	wire length (um)	global-route usage
li1	1631	-	-
met1	1623	4380	0.373
met2	113	3840	0.343
met3	8	410	0.0354
met4	0	102	0.0326
met5	-	0	0
## how the worst max path moves through the flow
stage                    start  slack [ns]                      to  cells past startpoint
4_1_cts   addition$_DFFE_PP0P_        0.24  disp_r0[1]$_DFFE_PP1P_                     12
5_1_grt   addition$_DFFE_PP0P_        0.02  disp_r0[1]$_DFFE_PP1P_                     12
6_report  addition$_DFFE_PP0P_        0.25  disp_r0[1]$_DFFE_PP1P_                     12
## metrics by stage
step                setup slack [ns]  utilization
floorplan                      0.489            -
global route                  0.0216        0.587
finish                         0.246        0.587
CTS                            0.239        0.587
detailed placement             0.254        0.564
global placement               0.329        0.564
Power is estimated from default activity; no workload was simulated.
